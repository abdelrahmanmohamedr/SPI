===== flow/config.mk =====
export PLATFORM = sky130hd
export DESIGN_NAME = spi_wrapper
export DESIGN_NICKNAME = spi_wrapper
export VERILOG_FILES = /design/flow/design.v
export SDC_FILE = /design/flow/constraint.sdc
export NUM_CORES = 4
export LEC_CHECK = 1
export CORE_UTILIZATION = 30

===== flow/constraint.sdc =====
current_design spi_wrapper

set clk_period 29.9
set clk_io_pct 0.2

create_clock -name clk0 -period $clk_period [get_ports {clk}]

set non_clock_inputs [all_inputs -no_clocks]
set_input_delay [expr $clk_period * $clk_io_pct] -clock clk0 $non_clock_inputs
set_output_delay [expr $clk_period * $clk_io_pct] -clock clk0 [all_outputs]

===== flow/design.v =====
module ram (din,rx_valid,dout,tx_valid,clk,rst_n);
parameter MEM_DEPTH =256;
parameter ADDR_SIZE =8;
    reg [7:0] mem [MEM_DEPTH-1:0];
    input [9:0] din;
    input rx_valid,clk,rst_n;
    output reg  [7:0]dout;
    output reg  tx_valid;
    reg [7:0]data;
    reg [ADDR_SIZE-1:0] write_address ,  read_address;
    always @(posedge clk) begin
        if (~rst_n) begin
            dout <= 0;
            tx_valid <= 0;
        end else begin
        if (rx_valid) begin
            if (din[9:8] == 2'b00) begin
                write_address <= din[7:0];
                tx_valid <= 0;
            end else if (din[9:8] == 2'b01) begin
                mem[write_address] <= din[7:0];
                tx_valid <= 0;
            end else if (din[9:8] == 2'b10) begin
                read_address <= din[7:0];
                tx_valid <= 0;
            end else if (din[9:8] == 2'b11) begin
                dout <= mem[read_address];
                tx_valid <= 1;
            end
        end
        end  
        end
endmodule
module spi_slave (MOSI,MISO,SCK,SS_n,rst_n,rx_data,rx_valid,tx_data,tx_valid);
parameter [2:0]IDLE =3'b000;
parameter [2:0]CHK_CMD =3'b001;
parameter [2:0]WRITE =3'b010;
parameter [2:0]READ_DATA =3'b011;
parameter [2:0]READ_ADD =3'b100;
    input [7:0]tx_data;
    input MOSI,SCK,SS_n,rst_n,tx_valid;
    output reg [9:0]rx_data;
    output reg rx_valid;
    output reg MISO;
    (*fsm_encoding = "gray"*)
    reg [2:0]cs,ns;
    reg [9:0]data;
    reg [7:0]counter;
    reg data_add;
    reg opcode_done;
    always @(posedge SCK or negedge rst_n) begin
        if (~rst_n) begin
            rx_data <= 0;
            rx_valid <= 0;
            data_add <= 0;
            opcode_done <= 0;
            cs <= IDLE;
            MISO <= 0;
        end else begin
            counter <= 0;
           case (cs)
           IDLE:begin
                if (SS_n) begin
                    MISO <= 0;
                    cs <= ns;
                end else begin
                    cs <= ns;
                end
            end 
            WRITE:begin
                        if (counter < 10) begin
                            data <= {data[8:0],MOSI};
                            counter <= counter + 1;
                        end
                        if (counter == 10) begin
                            rx_data <= data;
                            rx_valid <= 1;
                            cs <= ns;
                        end
            end 
            READ_ADD:begin
                data_add <= ~data_add;
                        if (counter < 10) begin
                            data <= {data[8:0],MOSI};
                            counter <= counter + 1;
                        end
                        if (counter == 10) begin
                            rx_data <= data;
                            rx_valid <= 1;
                            cs <= ns;
                        end
            end 
            READ_DATA:begin
                 data_add <= ~data_add;
                        if (counter < 10 && ~opcode_done) begin
                            data <= {data[8:0],MOSI};
                            counter <= counter + 1;
                        end
                        if (counter == 10 && ~opcode_done) begin
                            rx_data <= data;
                            rx_valid <= 1;
                            counter <= 0;
                            opcode_done <= 1;
                        end
                        if (counter < 8 && opcode_done) begin
                            MISO <= tx_data[7-counter];
                            counter <= counter + 1;
                        end
                        if (counter == 7 && opcode_done) begin
                            cs <= ns;
                        end
            end 
            default: begin
                cs <= ns;
            end
           endcase
            end
        end
    always @(*) begin
        case (cs)
            IDLE:begin
                if (SS_n) begin
                    ns <= IDLE;
                end else begin
                    ns <= CHK_CMD;
                end
            end 
            CHK_CMD:begin
                if (SS_n) begin
                    ns <= IDLE;
                end else begin
                    if (~MOSI) begin
                        ns <= WRITE;
                    end else if (MOSI) begin
                        if (data_add) begin
                            ns <= READ_DATA;
                        end else begin
                             ns <= READ_ADD;
                        end
                    end  
                end
            end
            WRITE:begin
                if (SS_n) begin
                    ns <= IDLE;
                end else begin
                    ns <= IDLE;
                end
            end 
            READ_ADD:begin
                if (SS_n) begin
                    ns <= IDLE;
                end else begin
                     ns <= IDLE;
                end
            end 
            READ_DATA:begin
                if (SS_n) begin
                    ns <= IDLE;
                end begin
                    ns <= IDLE;
                end
            end 
        endcase
    end
endmodule
module spi_wrapper (MOSI,MISO,clk,SS_n,rst_n);
    input MOSI,clk,SS_n,rst_n;
    output MISO;
    (*fsm_encoding = "gray"*)
    wire [7:0]tx_data;
    wire tx_valid,rx_valid;
    wire [9:0]rx_data;
    spi_slave spi_slave (MOSI,MISO,clk,SS_n,rst_n,rx_data,rx_valid,tx_data,tx_valid);
    ram ram (rx_data,rx_valid,tx_data,tx_valid,clk,rst_n);
endmodule

===== flow/run.sh =====
#!/bin/bash
# OpenROAD 26Q1-2900-gdf79404cd8, Yosys 0.63+post, stock flow scripts
make -C /OpenROAD-flow-scripts/flow DESIGN_CONFIG=/design/flow/config.mk WORK_HOME=/design/flow/orfs finish

==> metrics.txt <==
# HELP chip_impl_metric Metrics from one implementation run
# TYPE chip_impl_metric gauge
chip_impl_metric{name="timing.fmax",unit="MHz"} 108
chip_impl_metric{name="comb_power_share",unit="%"} 0.5
chip_impl_metric{name="finalInstanceArea",unit="sq um"} 93900
chip_impl_metric{name="grt_overflow_total",unit=""} 0
chip_impl_metric{name="worst_stage_delay_on_the_critical_path",unit="ps"} 620
chip_impl_metric{name="chip_area",unit="sq um"} 276000
chip_impl_metric{name="io-pin-count",unit=""} 5
chip_impl_metric{name="number_of_antenna_violations_at_the_first_check_in_global_routing",unit=""} 6
chip_impl_metric{name="unconstrained_endpoints",unit=""} 3
chip_impl_metric{name="reg2reg_depth",unit=""} 10
chip_impl_info{name="r2r-start",value="ram.read_address[1]"} 1
chip_impl_info{name="outcome",value="finished clean"} 1
chip_impl_metric{name="design.core.area",unit="sq um"} 271000
chip_impl_metric{name="initial_utilization",unit="%"} 30.3
chip_impl_metric{name="routed_via_density",unit=""} 5.25
chip_impl_metric{name="drive_above_1_share",unit="%"} 20.4
chip_impl_metric{name="syn-mean-instance-area",unit="sq um"} 20.3
chip_impl_metric{name="dpl_cell_area",unit="sq um"} 86600
chip_impl_info{name="critical_path.reg2reg.endpoint",value="ram.dout[4]"} 1
chip_impl_info{name="worst_hold_path.endpoint",value="spi_slave.data[5]"} 1
chip_impl_metric{name="insertion_delay",unit="ps"} 870
chip_impl_metric{name="syn-cell-area",unit="sq um"} 82200
chip_impl_metric{name="initial_drt_markers",unit=""} 2906
chip_impl_metric{name="chip_area_yosys",unit="sq um"} 82200
chip_impl_metric{name="slew_headroom",unit="%"} 24.1
chip_impl_metric{name="gp_routability_congestion",unit=""} 0.985
chip_impl_info{name="family_with_the_most_delay_on_the_worst_path",value="simple AND/OR/NAND/NOR gates"} 1
chip_impl_info{name="tritoncts",value="yes"} 1
chip_impl_metric{name="netlist-cell-type-count",unit=""} 75
chip_impl_info{name="ys.flop_type",value="edfxtp_1"} 1
chip_impl_metric{name="firstDrtPassIters",unit=""} 8
chip_impl_metric{name="sequential_cell_fraction_of_total_power",unit="%"} 53.7
chip_impl_metric{name="met1Wirelength",unit="um"} 72300
chip_impl_metric{name="largest_net_degree_at_the_start_of_global_routing",unit=""} 104
chip_impl_metric{name="ys.warnings.count",unit=""} 5
chip_impl_info{name="maxUsedRoutingLayer",value="met5"} 1
chip_impl_metric{name="wl_met3",unit="um"} 44200
chip_impl_metric{name="register_pins_left_without_a_clock",unit=""} 3
chip_impl_metric{name="final-max-slew-violation-count",unit=""} 0
chip_impl_metric{name="final_cycle_utilization_of_the_critical_path",unit="%"} 30.9
chip_impl_metric{name="ys_cells",unit=""} 4056
chip_impl_metric{name="totalNegativeSetupSlack",unit="ps"} 0
chip_impl_metric{name="power.internal",unit="W"} 0.00482
chip_impl_metric{name="ant_nets",unit=""} 0
chip_impl_metric{name="worst_ir_drop_vdd",unit="mV"} 0.0476
chip_impl_metric{name="post_detail_place_hpwl",unit="um"} 149000
chip_impl_info{name="clock_tree.root_cell",value="clkbuf_16"} 1
chip_impl_metric{name="worstPathRequired",unit="ps"} 30330
chip_impl_metric{name="total_power",unit="W"} 0.00599
chip_impl_metric{name="number_of_buffers_on_the_longest_clock_path",unit=""} 3
chip_impl_info{name="crit_path_end_kind",value="flop"} 1
chip_impl_metric{name="total_switching_power",unit="W"} 0.00117
chip_impl_metric{name="wire_per_inst",unit="um"} 29.6
chip_impl_metric{name="utilization",unit="%"} 34.6
chip_impl_metric{name="power.leakage",unit="nW"} 28.2
chip_impl_metric{name="post_cts_setup_buffers",unit=""} 0
chip_impl_info{name="timing.hold.worst.class",value="reg -> reg"} 1
chip_impl_metric{name="worstMarginPinSlew",unit="ps"} 1140
chip_impl_metric{name="power.switching_fraction",unit="%"} 19.6
chip_impl_info{name="critical_hold_path_startpoint",value="spi_slave.data[4]"} 1
chip_impl_metric{name="max_cap_viol_count",unit=""} 0
chip_impl_metric{name="power.density",unit="nW/um^2"} 63.8
chip_impl_metric{name="fin_worst_skew",unit="ps"} 76.1
chip_impl_metric{name="port-buffer-count",unit=""} 4
chip_impl_metric{name="htreeDepth",unit=""} 4
chip_impl_metric{name="worst_ep_arrival_time",unit="ps"} 9670
chip_impl_metric{name="floorplan.die.width",unit="um"} 525
chip_impl_metric{name="dr_wl_met2",unit="um"} 108000
chip_impl_metric{name="die_height",unit="um"} 525
chip_impl_metric{name="report.final.setup_viol",unit=""} 0
chip_impl_metric{name="grt_util_all_layers",unit="%"} 18.3
chip_impl_metric{name="report.final.hold_viol_count",unit=""} 0
chip_impl_info{name="slowest_stage",value="nor2_1"} 1
chip_impl_metric{name="cts-resized-gates",unit=""} 0
chip_impl_metric{name="timing.critical_path.buf_inv",unit=""} 3
chip_impl_metric{name="routed-via-count",unit=""} 41800
chip_impl_metric{name="first_global_vias",unit=""} 46300
chip_impl_metric{name="route.final.wire_length",unit="um"} 235000
chip_impl_info{name="setup.worst_path.start_class",value="primary input"} 1
chip_impl_metric{name="tool_warnings",unit=""} 32
chip_impl_metric{name="timing.reg2reg.setup_slack",unit="ps"} 24480
chip_impl_metric{name="period_minus_slack",unit="ps"} 9240
chip_impl_metric{name="min_path_cells",unit=""} 0
chip_impl_metric{name="hold_fix_buffers_cts",unit=""} 0
chip_impl_metric{name="cts_buffers",unit=""} 205
chip_impl_metric{name="worstPathMaxFanout",unit=""} 28
chip_impl_metric{name="worst_setup_hold_path_clk_slew",unit="ps"} 60
chip_impl_metric{name="postSynth.asyncResetShare",unit="%"} 0.806
chip_impl_metric{name="clock_power_share",unit="%"} 45.8
chip_impl_metric{name="synth-seq-cells",unit=""} 2110
chip_impl_metric{name="grt_first_pass_wirelength",unit="um"} 335000
chip_impl_metric{name="synthCells",unit=""} 4056
chip_impl_info{name="crit_chain",value="clkdlybuf4s50_1 -> buf_4 -> nand2_1 -> nor3b_1 -> nor3b_1 -> nand2_1 -> buf_4 -> nor2_1"} 1
chip_impl_metric{name="enable_flop_cells",unit=""} 2082
chip_impl_metric{name="num_rows",unit=""} 191
chip_impl_info{name="unrepaired_setup_endpoints_after_global_routing",value="no"} 1
chip_impl_metric{name="route.detailed.drc",unit=""} 0
chip_impl_info{name="critPathKind",value="in -> reg"} 1
chip_impl_metric{name="areaGrowthSynthToFinish",unit="%"} 14.3
-- registers in the layout, summed over array words and instances (netlist names) --
signal	cells
ram.dout	8
ram.mem	2048
ram.read_address	8
ram.write_address	8
spi_slave.MISO	1
spi_slave.counter	8
spi_slave.cs	3
spi_slave.data	10
spi_slave.data_add	1
spi_slave.ns	3
spi_slave.opcode_done	1
spi_slave.rx_data	10
spi_slave.rx_valid	1
-- cell type report --
class	instances	area (sq um)
Timing Repair Buffer	172	1410
Inverter	11	43.8
Antenna cell	6	15.0
Clock buffer	229	5220
Multi-Input combinational cell	1702	17500
Tap cell	3570	4470
Sequential cell	2110	63200
Fill cell	24800	178000
Clock inverter	157	2100
-- cell usage after synthesis, types with 13 or more instances --
cell type	n	share of area (%)
a211oi_1	35	0.32
a21oi_1	46	0.28
a221oi_1	19	0.20
a22oi_1	74	0.68
buf_2	56	0.34
buf_4	17	0.16
buf_6	33	0.45
buf_8	17	0.31
clkbuf_1	95	0.43
dfrtp_1	17	0.52
edfxtp_1	2082	76
mux2_2	13	0.18
mux2i_1	293	3.6
mux4_1	26	0.83
mux4_2	357	9.8
nand2_1	111	0.51
nand3_1	52	0.32
nand4_1	14	0.11
nor2_1	301	1.4
nor3_1	43	0.26
o21ai_0	46	0.28
o221ai_1	54	0.58
o22ai_1	74	0.56
-- through the flow --
step,setup WS (ps),hold WS (ps),instances
6_report,20660,452,7957
5_1_grt,20540,478,7952
4_1_cts,20760,458,7951
3_5_place_dp,19910,437,7565
3_3_place_gp,19870,442,7565
2_1_floorplan,21890,422,4058
-- logic make-up after synthesis --
family                   after synthesis  synth area share [%]
adder cells (fa/ha/maj)                4                0.0609
AND/OR/NAND/NOR                      583                  3.09
latches                                3                0.0548
flip-flops                          2107                  76.8
XOR/XNOR                               4                0.0427
other                                  1               0.00456
multiplexers                         689                  14.4
AND-OR/OR-AND                        419                  3.62
buffers and inverters                246                  1.94
-- layer usage --
| metal | vias up | GRT usage (%) |
|---|---|---|
| met5 | - | 1.96 |
| met4 | 24 | 5.90 |
| met3 | 463 | 15.8 |
| met2 | 3217 | 27.0 |
| met1 | 20900 | 18.7 |
| li1 | 17200 | - |
-- worst max path at each step --
stage / start / end / slack, ps / cells after the start
finish: rst_n / ram.mem[1][7] / 20660 / 8
global route: rst_n / ram.mem[0][7] / 20540 / 8
CTS: rst_n / ram.mem[1][3] / 20760 / 8
-- layout by cell type (no fill, tap or decap), types with 11 or more instances in the layout --
master | netlist | final
buf_4 | 17 | 159
clkinv_2 | 0 | 41
nor3_1 | 43 | 42
bufinv_16 | 0 | 38
mux2_2 | 13 | 13
nor2_1 | 301 | 297
a21oi_1 | 46 | 46
o221ai_1 | 54 | 54
a31oi_1 | 11 | 11
a211oi_1 | 35 | 35
edfxtp_1 | 2082 | 2082
a221oi_1 | 19 | 19
a22oi_1 | 74 | 74
nand2_1 | 111 | 110
mux2i_1 | 293 | 293
clkinv_1 | 0 | 38
clkinvlp_4 | 0 | 14
nand4_1 | 14 | 14
o22ai_1 | 74 | 74
nand3_1 | 52 | 52
mux4_1 | 26 | 26
clkbuf_16 | 0 | 205
clkinv_16 | 0 | 12
o21ai_0 | 46 | 45
mux4_2 | 357 | 357
clkbuf_1 | 95 | 24
-- power groups by stage --
stage | combinational (W) | sequential [W] | clock [W]
final | 0.0000283 | 0.00322 | 0.00275
after CTS | 0.0000288 | 0.00322 | 0.00279
after global routing | 0.0000303 | 0.00322 | 0.00289
Power and IR drop assume default switching activity.
